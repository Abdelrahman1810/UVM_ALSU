==> design.v <==
import shared_pkg::*;
module ALSU(A, B, cin, serial_in, red_op_A, red_op_B, opcode, bypass_A, bypass_B, clk, rst, direction, leds, out);
input clk, rst, cin, red_op_A, red_op_B, bypass_A, bypass_B, direction, serial_in;
input [2:0] opcode;
input signed [2:0] A, B;
output reg [15:0] leds;
output reg [5:0] out;
reg cin_reg, red_op_A_reg, red_op_B_reg, bypass_A_reg, bypass_B_reg, direction_reg, serial_in_reg;
reg [2:0] opcode_reg, A_reg, B_reg;
wire invalid_red_op, invalid_opcode, invalid;
assign invalid_red_op = (red_op_A_reg | red_op_B_reg) & (opcode_reg[1] | opcode_reg[2]);
assign invalid_opcode = opcode_reg[1] & opcode_reg[2];  
assign invalid = invalid_red_op | invalid_opcode;
always @(posedge clk or posedge rst) begin
  if(rst) begin
    leds <= 0;
    out <= 0;
    cin_reg <= 0;
    red_op_B_reg <= 0;
    red_op_A_reg <= 0;
    bypass_B_reg <= 0;
    bypass_A_reg <= 0;
    direction_reg <= 0;
    serial_in_reg <= 0;
    opcode_reg <= 0;
    A_reg <= 0;
    B_reg <= 0;
  end
  else begin
    if (invalid && !(bypass_A_reg || bypass_B_reg))  
      leds <= ~leds;
    else
      leds <= 0;
    cin_reg <= cin;
    red_op_B_reg <= red_op_B;
    red_op_A_reg <= red_op_A;
    bypass_B_reg <= bypass_B;
    bypass_A_reg <= bypass_A;
    direction_reg <= direction;
    serial_in_reg <= serial_in;
    opcode_reg <= opcode;
    A_reg <= A;
    B_reg <= B;
    if (bypass_A_reg && bypass_B_reg)
      out <= (INPUT_PRIORITY == "A")? A_reg: B_reg;
    else if (bypass_A_reg)
      out <= A_reg;
    else if (bypass_B_reg)
      out <= B_reg;
    else if (invalid)   
        out <= 0;  
    else begin
        case (opcode_reg)  
          3'h0: begin 
            if (red_op_A_reg && red_op_B_reg)
              out = (INPUT_PRIORITY == "A")? |A_reg: |B_reg;  
            else if (red_op_A_reg) 
              out <= |A_reg;  
            else if (red_op_B_reg) 
              out <= |B_reg;  
            else  
              out <= A_reg | B_reg;  
          end
          3'h1: begin 
            if (red_op_A_reg && red_op_B_reg) 
              out <= (INPUT_PRIORITY == "A")? ^A_reg: ^B_reg;  
            else if (red_op_A_reg) 
              out <= ^A_reg;  
            else if (red_op_B_reg) 
              out <= ^B_reg;  
            else  
              out <= A_reg ^ B_reg;  
          end
          3'h2: begin
            if (FULL_ADDER == "ON")
              out <= A_reg + B_reg + cin_reg;
            else
              out <= A_reg + B_reg;
          end
          3'h3: out <= A_reg * B_reg;
          3'h4: begin
            if (direction_reg)
              out <= {out[4:0], serial_in_reg};
            else
              out <= {serial_in_reg, out[5:1]};
          end
          3'h5: begin
            if (direction_reg)
              out <= {out[4:0], out[5]};
            else
              out <= {out[0], out[5:1]};
          end
        endcase
    end 
  end
end
endmodule
==> run.sh <==
#!/bin/bash
# OpenROAD 26Q1-2900-gdf79404cd8, Yosys 0.63+post, stock flow scripts
make -C /OpenROAD-flow-scripts/flow DESIGN_CONFIG=/design/flow/config.mk WORK_HOME=/design/flow/orfs finish
==> config.mk <==
export PLATFORM = sky130hd
export DESIGN_NAME = ALSU
export DESIGN_NICKNAME = ALSU
export VERILOG_FILES = /design/flow/design.v
export SDC_FILE = /design/flow/constraint.sdc
export NUM_CORES = 4
export LEC_CHECK = 1
export CORE_UTILIZATION = 30
==> constraint.sdc <==
current_design ALSU

set clk_period 2.8
set clk_io_pct 0.2

create_clock -name clk0 -period $clk_period [get_ports {clk}]

set non_clock_inputs [all_inputs -no_clocks]
set_input_delay [expr $clk_period * $clk_io_pct] -clock clk0 $non_clock_inputs
set_output_delay [expr $clk_period * $clk_io_pct] -clock clk0 [all_outputs]
==> impl_metrics.csv <==
group,metric,value,unit
placement,hpwl,2.78,mm
setup_path,crit_path_top_delay_cell,"fa_1",
yosys,async_flop_share,1.00,
clock_network,htree_levels,2,
setup_path,crit_type,"flop to flop",
layout,largest_reg_flops,16,
drt,n_antenna_cell,0,
global_route,gr-usage-met1,0.201,
drt,wl_per_cell,13.5,microns
final_timing,grt_setup_unrepaired,"no",
setup_path,crit_family,"adder cells",
yosys,ys_area,1960,sq um
layout,fillCellCount,624,
placement,gp_congestion,0.814,
power_and_ir_drop,combinationalPowerShare,0.165,
global_route,grt_pass1_vias,1345,
clock_network,hold_buffers,0,
floorplanning,die_area,6850,sq um
final_timing,drv_slew,0,
layout,logic_area,916,sq um
setup_path,r2r_slack,430,ps
power_and_ir_drop,intPower,0.000831,W
global_route,grt_max_degree,38,
power_and_ir_drop,switchingPower,0.000280,W
yosys,synthesis.area,1960,sq um
power_and_ir_drop,clock_power_share,0.296,
global_route,grt_use_total,0.128,
final_timing,fin_skew,3.81,ps
global_route,grtUsageMet2,0.193,
yosys,yosys_warnings,4,
floorplanning,coreArea,6310,sq um
layout,area_growth,24.6,%
layout,drive_gt1_frac,0.166,
yosys,ys_cells,168,
final_timing,setup_tns,0,ps
clock_network,post_cts_buffers,0,
global_route,grt-ovfl-total,0,
status,status,"complete, no violations",
clock_network,cts_buffers,5,
clock_network,cts_tree,"yes",
drt,wl,3.82,mm
yosys,edf_count,0,
setup_path,r2r-start,"A_reg[1]",
floorplanning,rows,29,
placement,place_ws,417,ps
global_route,use_met3,0.0256,
final_timing,post-route-period-util,0.848,
final_timing,fin_crit,2370,ps
drt,vias,1337,
power_and_ir_drop,swShare,0.252,
final_timing,max-slew-margin-rel,0.619,
setup_path,cp-startpoint,"A_reg[1]",
setup_path,crit_required,3010,ps
setup_path,cp.arrival,2590,ps
clock_network,clock_latency,280,ps
setup_path,max_stage_delay,490,ps
yosys,synth_cell_types,52,
min_path,hold_class,"flop to flop",
yosys,ys.flop_type,"dfrtp_1",
final_timing,setup_viol,0,
drt,antenna_left,0,
clock_network,cts_sinks,37,
power_and_ir_drop,p_seq_frac,0.540,
setup_path,cp.buffers_inverters,1,
layout,top_register,"leds",
clock_network,cts_resized,0,
final_timing,fin_ws,426,ps
setup_path,crit_chain,"ha_1, xnor2_1, ha_1, ha_1, fa_1, inv_1, a211o_1, o22a_1, nor2_1",
setup_path,worst_path_most_repeated_cell,"ha_1",
clock_network,ctsRootBufferMaster,"clkbuf_8",
setup_path,path_depth,9,
global_route,grt_pass1_wl,6.48,mm
clock_network,clk_pin_slew,60,ps
clock_network,cts.path.max_buffers,2,
final_timing,hold_violations,0,
yosys,netlist_instances,168,
floorplanning,die_width,82.7,microns
setup_path,reg2regPathDepth,9,
final_timing,worst_pin_slew,571,ps
power_and_ir_drop,power_density,456,nW/um^2
final_timing,clock.fmax,0.421,GHz
global_route,grt_most_used_layer,"met1",
layout,register_area,926,sq um
yosys,syn-mean-instance-area,11.6,sq um
flow_run,max_cap_violations,0,
power_and_ir_drop,irDropWorstVdd,0.304,mV
setup_path,r2r_end,"out[3]",
floorplanning,fp_util,0.310,
drt,drc,0,
yosys,seq_area_frac_synth,0.473,
floorplanning,pin_count,40,
setup_path,crit_end,"out[3]",
setup_path,cp-end-kind,"flop",
drt,drt_iter0_drc,133,
drt,first_pass_iters,4,
floorplanning,die_y,82.7,microns
setup_path,worstSetupStartpointType,"flop",
global_route,antenna_found_initial,0,
drt,vias_per_cell,4.74,
flow_run,warning_count,30,
setup_path,crit_fanout,4,
placement,io_buffers,38,
yosys,numSynthFlops,37,
power_and_ir_drop,power.leakage,1.08,nW
layout,largestRegisters,"leds (16), out (6)",
## layer usage
layer | routed length [microns] | vias up
met4 | 38 | 0
met1 | 1830 | 639
met2 | 1760 | 37
li1 | - | 655
met5 | 0 | -
met3 | 195 | 6
## cell type report
| type | count | share of cell area |
|---|---|---|
| well taps | 77 | 0.0395 |
| repair buffers | 39 | 0.159 |
| inverters | 10 | 0.0154 |
| clock buffers | 5 | 0.0282 |
| clock inverters | 1 | 0.00205 |
| flip-flops and latches | 37 | 0.380 |
| multi-input cells | 113 | 0.376 |
## cells in the final DEF (no fill, tap or decap), types with 3 or more instances in the layout
| cell | netlist | routed |
|---|---|---|
| a21oi_1 | 3 | 3 |
| clkbuf_8 | 0 | 5 |
| clkdlybuf4s50_1 | 0 | 38 |
| dfrtp_1 | 37 | 37 |
| ha_1 | 15 | 15 |
| inv_1 | 9 | 9 |
| mux2i_1 | 4 | 4 |
| nand2_1 | 6 | 6 |
| nor2_1 | 18 | 18 |
| nor2_2 | 10 | 10 |
| nor3_1 | 3 | 3 |
| o22a_1 | 4 | 4 |
| xnor2_1 | 4 | 4 |
## power by group through the flow
stage | logic [W] | clock network, W | registers (W)
final | 0.000183 | 0.000329 | 0.000600
after global routing | 0.000206 | 0.000361 | 0.000605
after CTS | 0.000186 | 0.000340 | 0.000600
## kinds of logic (layout without fill, tap and decap cells)
logic type	after synthesis	after routing	synth area share
AOI/OAI and AO/OA	33	33	0.145
buffers and inverters	18	55	0.0582
adders and majority gates	17	17	0.116
xor gates and xnor gates	5	5	0.0224
DFF	37	37	0.473
and+or+nand+nor	51	51	0.147
muxes	7	7	0.0377
## worst register-to-register path, cell delays in order (launching register included)
cell     delay, ps
dfrtp_1        420
ha_1           250
xnor2_1        170
ha_1           250
ha_1           230
fa_1           490
inv_1           40
a211o_1        240
o22a_1         150
nor2_1          70
## synthesized netlist by cell type (2+ instances only)
cell type / number / area (sq um)
a211oi_1: 2 / 15.0
a21boi_0: 2 / 15.0
a21o_1: 2 / 15.0
a21oi_1: 3 / 15.0
buf_6: 5 / 56.3
dfrtp_1: 37 / 926
fa_1: 2 / 40.0
ha_1: 15 / 188
inv_1: 9 / 33.8
mux2_1: 2 / 22.5
mux2i_1: 4 / 40.0
nand2_1: 6 / 22.5
nand2b_1: 2 / 12.5
nor2_1: 18 / 67.6
nor2_2: 10 / 62.6
nor2b_1: 2 / 12.5
nor3_1: 3 / 15.0
nor4b_2: 2 / 30.0
o21ai_2: 2 / 17.5
o221ai_1: 2 / 17.5
o22a_1: 4 / 35.0
xnor2_1: 4 / 35.0
## worst min-delay path by stage
stage / start / end / slack [ps] / cells past startpoint
CTS: leds[1] / leds[1] / 430 / 1
global route: leds[1] / leds[1] / 440 / 1
finish: leds[1] / leds[1] / 430 / 1
## metrics by stage
| stage | std cells | hold WS [ps] | total power [W] | instance area [sq um] | utilization |
|---|---|---|---|---|---|
| after floorplan | 168 | 378 | 0.000715 | 1960 | - |
| after global placement | 276 | 416 | 0.000794 | 2360 | 0.374 |
| after detailed placement | 276 | 417 | 0.000794 | 2360 | 0.374 |
| after CTS | 282 | 433 | 0.00113 | 2440 | 0.386 |
| after global routing | 282 | 443 | 0.00117 | 2440 | 0.386 |
| final | 282 | 431 | 0.00111 | 2440 | 0.386 |
Power figures rest on the tool's default switching activity, not on a simulated workload.
