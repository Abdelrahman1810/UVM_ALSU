$ cat /design/flow/design.v
import shared_pkg::*;
module ALSU_ref (A, B, cin, serial_in, red_op_A, red_op_B, opcode, bypass_A, bypass_B, clk, rst, direction, leds, out);    
input clk, rst, cin, red_op_A, red_op_B, bypass_A, bypass_B, direction, serial_in;
input [2:0] opcode;
input signed [2:0] A, B;
output reg [15:0] leds;
output reg [5:0] out;
reg cin_reg, red_op_A_reg, red_op_B_reg, bypass_A_reg, bypass_B_reg, direction_reg, serial_in_reg;
reg [2:0] A_reg, B_reg;
reg [2:0] opcode_reg;
wire invalid, invalid_c1, invalid_c2;
assign invalid_c1 = (opcode_reg == 6 || opcode_reg == 7);
assign invalid_c2 = (red_op_A_reg || red_op_B_reg) && (opcode_reg != 0 && opcode_reg != 1);
assign invalid = invalid_c1 || invalid_c2;
always @(posedge clk or posedge rst) begin
    if (rst) begin
        out <= 0;
        leds <= 0;
        cin_reg <= 0;
        red_op_A_reg <= 0;
        red_op_B_reg <= 0;
        bypass_A_reg <= 0;
        bypass_B_reg <= 0;
        direction_reg <= 0;
        serial_in_reg <= 0;
        opcode_reg <= 0;
        A_reg <= 0;
        B_reg <= 0;
    end
    else begin
        if (invalid&&!(bypass_A_reg || bypass_B_reg)) leds <= ~leds;
        else leds <= 0;
        cin_reg <= cin;
        red_op_A_reg <= red_op_A;
        red_op_B_reg <= red_op_B;
        bypass_A_reg <= bypass_A;
        bypass_B_reg <= bypass_B;
        direction_reg <= direction;
        serial_in_reg <= serial_in;
        opcode_reg <= opcode;
        A_reg <= A;
        B_reg <= B;
        if (bypass_A_reg && bypass_B_reg)
            out <= (INPUT_PRIORITY=="A")? A_reg:B_reg;
        else if (bypass_A_reg)
            out <= A_reg;
        else if (bypass_B_reg) 
            out <= B_reg;
        else if (invalid) 
            out <= 0;
        else if (opcode_reg == 0) begin 
            if (red_op_A_reg && red_op_B_reg)
                out <= (INPUT_PRIORITY=="A")? (|A_reg):(|B_reg);
            else if (red_op_A_reg)
                out <= |A_reg;
            else if (red_op_B_reg)
                out <= |B_reg;
            else
                out <= A_reg|B_reg;            
        end
        else if (opcode_reg == 1) begin
            if (red_op_A_reg && red_op_B_reg)
                out <= (INPUT_PRIORITY=="A")? (^A_reg):(^B_reg);
            else
                out <= (red_op_A_reg)? (^A_reg): (red_op_B_reg)? (^B_reg):(A_reg^B_reg);
        end
        else if (opcode_reg == 2) 
            out <= (FULL_ADDER=="ON")? (A_reg + B_reg + cin_reg):(A_reg + B_reg);
        else if (opcode_reg == 3) 
            out <= A_reg * B_reg;
        else if (opcode_reg == 4) begin
            if (direction_reg)
                out <= {out[4:0], serial_in_reg};
            else
                out <= {serial_in_reg, out[5:1]}; 
        end
        else if (opcode_reg == 5) begin
            if (direction_reg)
                out <= {out[4:0],out[5]};
            else
                out <= {out[0],out[5:1]}; 
        end 
    end
end    
endmodule
$ cat /design/flow/run.sh
#!/bin/bash
# OpenROAD 26Q1-2900-gdf79404cd8, Yosys 0.63+post, stock flow scripts
make -C /OpenROAD-flow-scripts/flow DESIGN_CONFIG=/design/flow/config.mk WORK_HOME=/design/flow/orfs finish
$ cat /design/flow/config.mk
export PLATFORM = sky130hd
export DESIGN_NAME = ALSU_ref
export DESIGN_NICKNAME = ALSU_ref
export VERILOG_FILES = /design/flow/design.v
export SDC_FILE = /design/flow/constraint.sdc
export NUM_CORES = 4
export LEC_CHECK = 1
export CORE_UTILIZATION = 30
$ cat /design/flow/constraint.sdc
current_design ALSU_ref

set clk_period 3.3
set clk_io_pct 0.2

create_clock -name clk0 -period $clk_period [get_ports {clk}]

set non_clock_inputs [all_inputs -no_clocks]
set_input_delay [expr $clk_period * $clk_io_pct] -clock clk0 $non_clock_inputs
set_output_delay [expr $clk_period * $clk_io_pct] -clock clk0 [all_outputs]
==> reports/qor.yml <==
synthesis:
  synth-edff-count: 0
  synth_flops: 37
  synth_seq_share: 0.512
  yosys_warnings: 4
  yosysChipArea_um2: 1810
  syn_area_per_cell_um2: 10.8
  async_flop_share: 1.00
  synthCells: 168
  synth_area_um2: 1810
  yosysCellCount: 168
  synthDistinctLibCells: 43
  synth-main-ff-cell: "dfrtp_1"
clocking:
  cts_sinks: 37
  clock_latency_ns: 0.29
  cts_setup_buffers: 0
  htreeDepth: 2
  cts_buffers: 5
  tritoncts: "done"
  root_buffer: "clkbuf_8"
  clkSlewWorstSetupHoldPaths_ns: 0.08
  clk_path_buf_depth: 2
  ctsResizeCount: 0
  postCtsHoldBufs: 0
critical_path:
  path_cells: "ha_1 > inv_1 > fa_1 > inv_1 > ha_1 > fa_1 > nand2b_1 > a31oi_1 > a211oi_1"
  critPathBufInv: 2
  startpoint_type: "flop"
  cp_slowest_cell: "fa_1"
  crit_path_max_incr_delay_ns: 0.49
  crit_type: "reg2reg"
  cp.required_ns: 3.50
  critPathTopFamily: "adder cells"
  cp.arrival_ns: 2.51
  critPathCaptureType: "flop"
  cp_max_fo: 3
global_route:
  grt_pass1_wl_um: 6070
  grt_overflow: 0
  grt_pass1_vias: 1252
  grtUsageTotal: 0.128
  antenna_found_initial: 0
  grt_max_degree: 22
finish:
  lay_top_count: "clkdlybuf4s50_1"
  area_growth_pct: 30.2
  drive_above_1_share: 0.0534
  largest_reg_flops: 16
  final_cell_mix: "clkdlybuf4s50_1 (38), dfrtp_1 (37), nor2_1 (28)"
  reg.largest.list: "leds (16), out (6)"
  regMostFlops: "leds"
timing:
  slew_viol_final: 0
  setup_violations: 0
  rsz0062_at_grt: "false"
  slew_headroom: 0.549
  final.setup.tns_ns: 0
  worstMarginPinSlew_ns: 0.676
  fin_hold_ws_ns: 0.422
  hold_viol: 0
  fin_crit_sh: 0.702
  layout_min_cycle_time_ns: 2.32
  max_freq_mhz: 432
  finalClockSkew_ns: 0.00786
pwr:
  power_frac_comb: 0.128
  pwr-share-seq: 0.484
  switching_share: 0.234
  internal_power_uw: 799
  switching_power_uw: 244
  cellPowerDensity_nw_per_um2: 443
  pwr-share-clk: 0.388
  p_leak_nw: 1.10
  max-vdd-ir-drop_uv: 236
routing:
  vias: 1251
  drt-pass1-iter-count: 4
  drt_iter0_drc: 77
  wl_per_cell_um: 12.7
  ant_nets: 0
  num_antenna_cells: 0
  drt-total-wl_um: 3530
  avgViaCountPerCell: 4.50
  post-route-drc-count: 0
die:
  fp.dieW_um: 79.7
  rows: 27
  die_height_um: 79.7
  die-area_um2: 6350
  core_area_um2: 5680
  fp_util: 0.319
  ioPinCount: 40
flow_run:
  drv_cap: 0
  warning_count: 29
placed_design:
  portBuffers: 38
  globalplace.congestion: 0.868
  dpl.hpwl_um: 2600
min_path:
  hold_class: "reg2reg"
status:
  run_status: "completed"
-- path summary, 6_finish.rpt --
check	startpoint	to	slack (ns)	cells past startpoint
max in group asynchronous	rst	leds[4]	1.82	3
max reg2reg	A_reg[1]	out[3]	0.98	9
min reg2reg	leds[8]	leds[8]	0.42	1
max	A_reg[1]	out[3]	0.98	9
min	leds[8]	leds[8]	0.42	1
min in group asynchronous	rst	red_op_A_reg	0.75	2
-- power by group through the flow --
stage	logic (mW)	clock network (mW)	registers [mW]
6_report	0.133	0.404	0.505
5_1_grt	0.153	0.442	0.509
4_1_cts	0.136	0.417	0.505
-- synth_stat cells (3+ instances only) --
| master | n | area share |
|---|---|---|
| nand2_1 | 10 | 0.021 |
| o21ai_0 | 5 | 0.014 |
| buf_2 | 5 | 0.014 |
| ha_1 | 13 | 0.090 |
| fa_1 | 3 | 0.033 |
| dfrtp_1 | 37 | 0.51 |
| inv_1 | 14 | 0.029 |
| mux2i_1 | 4 | 0.022 |
| a211oi_1 | 6 | 0.025 |
| nor2_1 | 28 | 0.058 |
| a21oi_1 | 4 | 0.011 |
| xor2_1 | 3 | 0.015 |
-- layer usage --
metal / up-vias / wire length [µm] / track usage / part of all wire
met5: - / 0 / 0 / 0
li1: 643 / - / - / -
met3: 2 / 229 / 0.0360 / 0.065
met2: 35 / 1430 / 0.166 / 0.40
met4: 0 / 16 / 0.0109 / 0.0045
met1: 571 / 1860 / 0.221 / 0.53
-- final cells by class --
class	count	area, µm²
Sequential cell	37	926
Fill cell	557	3320
Timing Repair Buffer	39	388
Multi-Input combinational cell	108	778
Clock inverter	2	37.5
Clock buffer	6	82.6
Inverter	14	52.6
Tap cell	72	90.1
-- cell families after synthesis --
| group | Yosys count | share of synthesized area |
|---|---|---|
| AOI/OAI and AO/OA | 34 | 0.131 |
| adders and majority gates | 16 | 0.123 |
| muxes | 5 | 0.0284 |
| xor gates and xnor gates | 4 | 0.0194 |
| and+or+nand+nor | 49 | 0.128 |
| DFF | 37 | 0.512 |
| buffers and inverters | 23 | 0.0581 |
-- metrics by stage --
step	instances	setup slack, ns	cell area (µm²)	utilization	power (mW)
5_1_grt	278	0.791	2350	0.415	1.10
2_1_floorplan	168	1.11	1810	-	0.582
3_5_place_dp	270	0.967	2230	0.394	0.648
4_1_cts	278	0.962	2350	0.415	1.06
6_report	278	0.984	2350	0.415	1.04
3_3_place_gp	270	0.987	2230	0.394	0.647
No activity file was given, so power comes from the tool's default toggle rates.
